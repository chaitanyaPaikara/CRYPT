==> flow/design.v <==
`timescale 1ns / 1ps
module Key_scheduler(
input CLK,
input en,
output reg [7:0] K_1,
output reg [7:0] K_2,
output reg [7:0] K_3
);
reg [127:0] key;
reg [6:0] cnt = 1;
initial begin
	key = 128'hA1B2F3E4C9D8ABCBADEFED1494126762;
	K_3 = 0;
	K_1 = 0;
	K_2 = 0;
end
function [7:0] key_arr;
input [3:0] j;
	case(j)
	15: key_arr = key[7:0];
	14: key_arr = key[15:8];
	13: key_arr = key[23:16];
	12: key_arr = key[31:24];
	11: key_arr = key[39:32];
	10: key_arr = key[47:40];
	9: key_arr = key[55:48];
	8: key_arr = key[63:56];
	7: key_arr = key[71:64];
	6: key_arr = key[79:72];
	5: key_arr = key[87:80];
	4: key_arr = key[95:88];
	3: key_arr = key[103:96];
	2: key_arr = key[111:104];
	1: key_arr = key[119:112];
	0: key_arr = key[127:120];
	endcase
endfunction
function [7:0] scheduling;
input [6:0] CNT; 
reg [3:0] i;
begin
	i = ((CNT)%16) - 1;	 
	scheduling = {1'b0,CNT}^key_arr(i);
end
endfunction
always @ (posedge CLK)begin
	if(en)begin
		cnt <= cnt + 1;
		K_1 <= scheduling(3*cnt - 2);
		K_2 <= scheduling(3*cnt - 1);
		K_3 <= scheduling(3*cnt);
	end
end
endmodule
==> flow/run.sh <==
#!/bin/bash
# OpenROAD 26Q1-2900-gdf79404cd8, Yosys 0.63+post, stock flow scripts
make -C /OpenROAD-flow-scripts/flow DESIGN_CONFIG=/design/flow/config.mk WORK_HOME=/design/flow/orfs finish
==> flow/config.mk <==
export PLATFORM = sky130hd
export DESIGN_NAME = Key_scheduler
export DESIGN_NICKNAME = Key_scheduler
export VERILOG_FILES = /design/flow/design.v
export SDC_FILE = /design/flow/constraint.sdc
export NUM_CORES = 4
export LEC_CHECK = 1
export CORE_UTILIZATION = 40
==> flow/constraint.sdc <==
current_design Key_scheduler

set clk_period 2.9
set clk_io_pct 0.2

create_clock -name clk0 -period $clk_period [get_ports {CLK}]

set non_clock_inputs [all_inputs -no_clocks]
set_input_delay [expr $clk_period * $clk_io_pct] -clock clk0 $non_clock_inputs
set_output_delay [expr $clk_period * $clk_io_pct] -clock clk0 [all_outputs]
==> results.rst <==
Synthesis and place-and-route
=============================

.. list-table::
   :header-rows: 1

   * - Metric
     - Value
   * - Failing checks
     - negative setup slack
   * - Main area contributors
     - edfxtp_1 37%, xnor2_1 10%, ha_1 5.4%, nand2_1 4.1%, a21oi_1 3.7%
   * - Final TNS setup
     - -127 ps
   * - Number of cells in the yosys synthesis report
     - 272
   * - Average wire per standard cell
     - 14.6 um
   * - IO buf count
     - 25
   * - Finished layout cell area
     - 3420 um2
   * - Drc violations
     - 0
   * - Post-layout total power
     - 3.03 mW
   * - Cell chosen for the clock root
     - clkbuf_8
   * - Layout cells sized above 1
     - 24.0%
   * - Total Routed Length
     - approximately 6100 um
   * - Post-synthesis instance area
     - about 2500 um2
   * - Highest-delay cell along the critical path
     - ha_1
   * - First-pass detailed-route iteration total
     - 4
   * - Maximum net fanout on the critical path
     - 16
   * - Fin crit period
     - about 2900 ps
   * - Data arrival time at the worst-slack endpoint
     - ~3000 ps
   * - Area delta synth->final
     - 34.9%
   * - Clock transition at the registers of the reported paths
     - 70 ps
   * - Leakage power total
     - 1.30 nW
   * - Number of max-slew violations in the final report
     - 0
   * - Initial DRC count
     - 228
   * - Slew at the pin closest to its max-slew limit
     - roughly 600 ps
   * - Cell count after synthesis
     - approximately 270
   * - Crit-path max cell delay
     - about 360 ps
   * - Hold/Removal Path Class
     - reg -> reg
   * - CTS tree
     - built
   * - Max-area cell share
     - a little under two fifths
   * - Seq share, synth
     - 36.7%
   * - Power Density
     - 886 nW/um2
   * - Yosys top cell by instances
     - edfxtp_1
   * - Vertical extent of the die
     - slightly above 80 um
   * - Endpoint required time on the critical path
     - a little under 3000 ps
   * - Bufs on Longest Clock Path
     - 2
   * - RD Place Congestion
     - about 0.9
   * - Type of element capturing the critical path
     - flip-flop
   * - Overall fraction of global-route tracks in use
     - 20.4%
   * - Number of clock sinks
     - 31
   * - Setup slack after layout
     - -42.7 ps
   * - Warning total across the stage logs
     - 33
   * - Area inside the core boundary
     - 6030 um2
   * - Total half-perimeter wirelength after legalization and detailed placement
     - 4300 um
   * - Maximum number of pins on one net before global-route repair
     - 32
   * - Setup repair after global routing missed its margin
     - true
   * - Maximum vdd drop
     - about 0.39 mV
   * - Setup skew after layout
     - 3.01 ps
   * - Startpoint Class
     - flip-flop
   * - Run status
     - complete, but fails checks
   * - Tightest slew margin relative to the limit
     - 60.2%
   * - Number of failing hold endpoints at the final stage
     - 0
   * - Ratio of routed vias to standard cells
     - about 5.3
   * - Count of flip-flops with a built-in enable after synthesis
     - 31
   * - Leftover overflow at the end of global routing
     - 0
   * - Warnings, synthesis
     - 1
   * - Number of distinct library cells after synthesis
     - 52
   * - Mean post-synth cell area
     - 9.33 um2
   * - WS Path Type
     - reg -> reg
   * - Post-synthesis sequential element count
     - 31
   * - Via count
     - 2207
   * - Remaining antenna violation count
     - 0
   * - Die area
     - 6670 um2
   * - Number of antenna violations at the first check in global routing
     - 0
   * - Initial cell density of the core
     - 42.1%
   * - N_diodes
     - 0
   * - H-tree depth
     - 2
   * - Critical Path, Cell by Cell
     - buf_4 -> inv_1 -> ha_1 -> buf_4 -> ha_1 -> nand2b_1 -> and2_1 -> a221oi_1 -> a21oi_1 -> xor2_1 -> xnor2_1
   * - First-pass GRT wire length
     - 9980 um
   * - Placement Rows
     - 28
   * - Post-layout period usage
     - 101%
   * - Die x size
     - between 80 and 90 um
   * - Inserted Clock Buffers
     - 5
   * - Yosys chip area
     - 2540 um2
   * - Placed inst area
     - between 3000 and 4000 um2
   * - Highest clock frequency the design can meet
     - 340 MHz
   * - Dominant cell type by area after synthesis
     - edfxtp_1
   * - Most frequent cells after synthesis
     - 31 x edfxtp_1, 30 x xnor2_1, 28 x nand2_1
   * - Clock network latency to the later pin of the worst-skew pair
     - 290 ps
   * - Finish-stage setup viols
     - 4
   * - I/O pin total
     - 26
   * - Hold buffer count at CTS
     - 0
   * - Number of global-route vias before repair
     - about 2.1k
   * - Count of maximum capacitance violations
     - 0
   * - Fillers
     - between 500 and 600
   * - Most instantiated flip-flop cell in the synthesis netlist
     - edfxtp_1
   * - Share of flip-flops with an asynchronous set or reset after synthesis
     - 0%
-- placed cells by master, fill, tap and decap left out, types with 8 or more instances in the layout --
master	count
buf_4	49
edfxtp_1	31
xnor2_1	29
nand2_1	28
nor2_1	25
clkdlybuf4s50_1	25
a21oi_1	17
o21ai_0	13
nand3_1	10
ha_1	9
xor2_1	8
nor3_1	8
-- what timing repair did --
| action | in CTS | in global routing |
|---|---|---|
| pin swaps | 7 | 2 |
| gates resized | 10 | 6 |
| setup buffers | 5 | 0 |
| setup endpoints to repair | 12 | 20 |
-- metal layers --
metal  vias to the layer above  global-route usage [%]  routed length [um]
met5                         -                       0                   0
met4                         0                    3.51                  74
met3                         7                    2.59                 242
met2                        49                    31.5                2790
met1                      1018                    32.4                2960
li1                       1133                       -                   -
-- final timing paths --
check	startpoint	to	slack [ps]	cells after the start
worst max-delay path	cnt[0]$_DFFE_PP_	K_1[6]$_DFFE_PP_	-40	11
worst min-delay path	cnt[6]$_DFFE_PP_	cnt[6]$_DFFE_PP_	610	1
worst max register to register	cnt[0]$_DFFE_PP_	K_1[6]$_DFFE_PP_	-40	11
worst min register to register	cnt[6]$_DFFE_PP_	cnt[6]$_DFFE_PP_	610	1
-- kinds of logic after synthesis --
family          synth area share [%]
mux                             1.58
xor+xnor                        16.5
flops                           36.7
buf+inv                         4.24
fa+ha+maj                       6.61
simple gates                    14.9
compound gates                  19.5
-- metrics by stage --
| step | cells | setup slack [ps] | utilization (%) | hold slack [ps] |
|---|---|---|---|---|
| after detailed placement | 403 | -127 | 53.1 | 601 |
| final | 416 | -42.7 | 56.8 | 614 |
| after global placement | 403 | -83.3 | 53.1 | 594 |
| after global routing | 416 | -134 | 56.8 | 649 |
| after CTS | 416 | -41.0 | 56.4 | 615 |
| after floorplan | 272 | -202 | - | 572 |
-- where the power goes --
part / internal, mW / total [mW] / switching, mW
logic: 1.02 / 1.86 / 0.845
registers: 0.711 / 0.747 / 0.0366
clock network: 0.251 / 0.419 / 0.168
total: 1.98 / 3.03 / 1.05
-- state kept, by name, summed over array words and instances (netlist names) --
register / flops
K_1: 8
K_2: 8
cnt: 7
K_3: 8
-- critical path: cells and delay by family, from the launching register on --
family,cells,cell delay [ps]
AND/OR/NAND/NOR,2,340
flip-flops,1,350
XOR/XNOR,2,340
AND-OR/OR-AND,2,440
buffers and inverters,3,490
adder cells (fa/ha/maj),2,710
-- cell type report --
class / count / area, um2 / share of cell area (%)
Clock buffer: 5 / 68.8 / 2.01
Multi-Input combinational cell: 216 / 1600 / 46.7
Tap cell: 75 / 93.8 / 2.74
Clock inverter: 3 / 38.8 / 1.13
Timing Repair Buffer: 78 / 663 / 19.4
Sequential cell: 31 / 931 / 27.2
Inverter: 8 / 30.0 / 0.878
Power figures rest on the tool's default switching activity, not on a simulated workload.
